==> flow/design.v <==
`default_nettype none
module sendBit(input wire clock, 
               input wire start,
               input wire data,
               output wire serialClock, serialData,
               output wire readyAtNext);
    reg [5-1:0] count = 0;
    always @(posedge clock) begin 
        if (start) count <= 8 + 8 - 1;
        else if (count != 0) count <= count - 1;
    end
    assign readyAtNext = (!start) && count <= 1;
    assign serialClock = count >= 8;
    assign serialData  = serialClock & data;
endmodule
module receiveBit(input wire clock, serialClock, serialData,
                  output reg ready = 0, output reg data = 0);
    reg [6-1:0] serialClockHistory = 0;
    always @(posedge clock) begin
        serialClockHistory = {serialClockHistory, serialClock};
        if (&serialClockHistory) begin
            ready <= 1;
            data <= serialData;
            serialClockHistory = 0;
        end
        if (ready) ready <= 0;
    end
endmodule
module sendFrame #(parameter WIDTH=16, LOGSIZE=1)
                (input wire clock, start,
                output reg [LOGSIZE-1:0] index = (1<<LOGSIZE)-1,
                input wire [WIDTH-1:0] data,
                output wire serialClock, serialData,
                output wire readyAtNext);
    reg startBit = 0;
    reg [15:0] i = 0;
    wire bitReadyAtNext;
    wire [8+WIDTH-1:0] frame = {8'hAB, data};
    sendBit sendBit(clock, startBit, frame[i], serialClock, serialData, bitReadyAtNext);
    always @(posedge clock) begin
        if (start) begin
            i <= 8+WIDTH-1;
            startBit <= 1;
            index <= 0;
        end
        if (bitReadyAtNext) begin
            if (i >= 1) begin
                i <= i - 1;
                startBit <= 1;
            end
            if (i == 0 && !(&index)) begin  
                index <= index + 1;
                i <= WIDTH-1;
                startBit <= 1;
            end
        end
        if (startBit) startBit <= 0;
    end
    assign readyAtNext = i==0 && (&index) && !start;
endmodule
module receiveFrame #(parameter WIDTH=16, LOGSIZE=1)
                (input wire clock,
                input wire serialClock, serialData,
                output reg [WIDTH-1:0] data=0,
                output reg ready = 0,
                output reg sampleReady = 0,
                output reg [LOGSIZE-1:0] index = 0,
                output reg [15:0] i = WIDTH-1);
    reg receiving = 0;  
    reg [6:0] seekBuffer = 0;
    wire receiveReady, receiveData;
    receiveBit receive(clock, serialClock, serialData, receiveReady, receiveData);
    always @(posedge clock) begin
        if (!receiving && receiveReady) begin
            seekBuffer <= {seekBuffer[6:0], receiveData};
            if ({seekBuffer[6:0], receiveData} == 8'hAB) begin
                receiving <= 1;
                seekBuffer <= 0;
                i <= WIDTH-1;
                index <= {LOGSIZE{1'b1}};
            end
        end else if (receiving && receiveReady) begin
            data[i] <= receiveData;
            if (i != 0) i <= i - 1;
            else begin
				sampleReady <= 1;
                i <= WIDTH-1;
                index <= index + 1;
                if (index == {LOGSIZE{1'b1}} - 1) begin  
                    ready <= 1;
                    receiving <= 0;
                end
            end
        end
        if (ready) ready <= 0;
        if (sampleReady) sampleReady <= 0;
    end
endmodule
==> flow/run.sh <==
#!/bin/bash
# OpenROAD 26Q1-2900-gdf79404cd8, Yosys 0.63+post, stock flow scripts
make -C /OpenROAD-flow-scripts/flow DESIGN_CONFIG=/design/flow/config.mk WORK_HOME=/design/flow/orfs finish
==> flow/config.mk <==
export PLATFORM = sky130hd
export DESIGN_NAME = sendFrame
export DESIGN_NICKNAME = sendFrame
export VERILOG_FILES = /design/flow/design.v
export SDC_FILE = /design/flow/constraint.sdc
export NUM_CORES = 4
export LEC_CHECK = 1
export CORE_UTILIZATION = 30
==> flow/constraint.sdc <==
current_design sendFrame

set clk_period 4.6
set clk_io_pct 0.2

create_clock -name clk0 -period $clk_period [get_ports {clock}]

set non_clock_inputs [all_inputs -no_clocks]
set_input_delay [expr $clk_period * $clk_io_pct] -clock clk0 $non_clock_inputs
set_output_delay [expr $clk_period * $clk_io_pct] -clock clk0 [all_outputs]
==> changes_impl.md <==
## Flow update

- Critical path launch point: data[7]
- Vias in the first global route: 1,239
- Post-DR vias/cell: 5.11
- Slew HR: 51.4%
- Post-route ant nets: 0
- CP endpoint kind: primary output
- Top cells excl fill/tap: 23 x dfxtp_1, 21 x clkdlybuf4s50_1, 19 x nand2_1, 16 x nor2_1
- Synth cell types: between 40 and 50
- Layout cells sized above 1: approximately 10%
- WL/cell: 12.8 um
- Max Fclk: 284 MHz
- Unrepaired setup endpoints after global routing: false
- DIE AREA: 5060 um2
- Worst-path clk slew: approximately 0.080 ns
- Core area: 4470 um2
- R2r setup slk: between 1.5 and 2 ns
- Worst vdd rail ir drop: 0.192 mV
- Slowest stage cell, crit path: mux4_2
- Yosys warns: 2
- Rows: 24
- # IOs: 22
- Flops after synth: 23
- Top FF cell, synth: dfxtp_1
- Non-filler cells, final: 245
- Critical path type: input pin to primary output
- Post-synth EDFFs: 0
- DR pass1 iterations: 4
- CP Data Arrival Time: 2.60 ns
- First-pass GRT wire length: 5670 um
- # Cells Yosys: 172
- Slew Viols, Final: 0
- Aggregate global-route resource usage: around 14%
- Late-Pin Clk Latency: 0.26 ns
- R2r worst-path depth: 7
- Top area cell types: dfxtp_1 32%, mux4_2 6.3%, ha_1 5.2%
- Buf+Inv Stages, Crit Path: 2
- Tool Warnings: 29
- Filler Cell Count: 439
- R2r endpoint: i[1]
- Number of max-cap violations: 0
- Final setup fails: 0
- Synthesized area: between 1000 and 1500 um2
- Chip area in the Yosys report: 1430 um2
- Util after Layout: 38.7%
- Gpl congestion: around 0.82
- Min-delay worst type: flop to flop
- Post-Synthesis Cells: 172
- Post-CTS setup buffers: 0
- Seq share, synth: 32.1%
- Drt first-iter violations: ~55
- Placed Area: 1690 um2
- Clock Tree Buf Depth: 2
- Worst hold slack: 0.498 ns
- Clock sinks: 23
- Crit share post-route: roughly three quarters
- WP depth: 7
- Total gr overflow: 0
- CTS tree: yes
- Buffers on Ports: 21
- Die X: 71.1 um
- Crit path max fanout: 1
- Crit Reg-Reg Startpoint: i[0]
- CTS resizes: 0
- Area Growth Syn to Fin: 20.8%
- Post-route cell area: 1730 um2
- Cts hold-fix bufs: 0
- Mapped Avg Cell Area: 8.34 um2
- Critical Path End: serialData
- Setup TNS: 0 ns
- Init Core Util: 32.0%
- Num CTS Buffers: 3
- Cell Pwr Density: 257 nW/um2
- Status: completed
- H-Tree Depth: 1
- Dpl cells: 241
- Clock root buffer: clkbuf_8
- Placed wire-length estimate: 2320 um
- Antenna violations before repair: 0
- Most frequent logic cell in the layout: dfxtp_1
- Largest net degree at the start of global routing: 13
- Final Hold Fails: 0
- CP max stage delay: 0.45 ns
- Worst-path cell chain: clkdlybuf4s50_1 -> mux4_2 -> mux2i_1 -> nor3_1 -> a21oi_1 -> a21oi_1 -> clkdlybuf4s50_1
- Diode count: 0
- # DRC: 0
- Area leader, netlist: dfxtp_1
- Yosys top cell area share: 32.1%
- Crit path max-delay family: buffers and inverters
- Via Count: 1,252
- WL final: 3130 um
- CP Launch Type: input pin
- Final min period: 3.52 ns
- Worst slew pin tran: 0.728 ns
- Leak Pwr: 0.666 nW
- Clk_skew: between 0.0007 and 0.0008 ns
- DIE HEIGHT: a little over 70 um
- CP Data Required Time: about 3.7 ns
- FFs w/ async S/R, synth: 0%
[routing by layer]
layer | share of wire [%] | vias up | track usage (%)
met3 | 3.5 | 2 | 1.30
met2 | 47 | 20 | 23.3
met5 | 0 | - | 0
met1 | 49 | 563 | 21.3
li1 | - | 667 | -
met4 | 0.51 | 0 | 2.00
[flip-flops by register name (all words and copies together), names as in the netlist]
register / cells
startBit: 1
index: 1
i: 16
sendBit.count: 5
[cell usage after synthesis, drive strengths merged (2+ instances only)]
| cell | number |
|---|---|
| o31ai | 2 |
| nor4 | 3 |
| inv | 10 |
| dfxtp | 23 |
| or3 | 2 |
| mux4 | 4 |
| a21o | 2 |
| a21oi | 11 |
| nand3 | 6 |
| nor3 | 10 |
| nand2b | 4 |
| ha | 6 |
| and2 | 3 |
| o21ai | 12 |
| a31oi | 10 |
| xor2 | 3 |
| o211ai | 2 |
| nand2 | 19 |
| nor2 | 16 |
| nand3b | 2 |
| mux2 | 2 |
| buf | 5 |
[report_power, final]
part	leakage (nW)	switching [mW]	internal, mW
clock	0.0228	0.0644	0.0618
combinational	0.456	0.0348	0.0492
sequential	0.187	0.0202	0.215
total	0.666	0.119	0.326
[area by class of cell]
type / count / area, um2 / share of cell area, %
Timing Repair Buffer: 23 / 225 / 13.0
Inverter: 10 / 37.5 / 2.17
Sequential cell: 23 / 460 / 26.6
Tap cell: 52 / 65.1 / 3.76
Multi-Input combinational cell: 133 / 898 / 51.9
Clock buffer: 4 / 45.0 / 2.60
[stage by stage]
stage | power [mW] | worst slack (ns)
floorplan | 0.287 | 1.95
global placement | 0.323 | 1.07
detailed placement | 0.324 | 1.07
CTS | 0.449 | 1.06
global route | 0.471 | 0.902
finish | 0.445 | 1.08
[worst min path at each step]
stage | from | to | slack (ns) | depth (start not counted)
4_1_cts | sendBit.count[4] | sendBit.count[4] | 0.50 | 2
5_1_grt | i[6] | i[6] | 0.54 | 1
6_report | sendBit.count[4] | sendBit.count[4] | 0.50 | 2
[worst min-delay path: stages (launching register included)]
cell and delay (ns):
dfxtp_1 0.34, nand2_1 0.06, a21oi_1 0.05
[logic make-up after synthesis]
logic type               after synthesis  share of synthesized area [%]
buffers and inverters                 16                           5.23
AND/OR/NAND/NOR                       73                           27.6
AND-OR/OR-AND                         43                           18.8
flip-flops                            23                           32.1
multiplexers                           7                           8.55
adder cells (fa/ha/maj)                6                           5.24
XOR/XNOR                               4                           2.44
No activity file was given, so power comes from the tool's default toggle rates.
